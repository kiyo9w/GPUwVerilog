--- config.mk ---
export PLATFORM = sky130hd
export DESIGN_NAME = alu
export DESIGN_NICKNAME = alu
export VERILOG_FILES = /design/flow/design.v
export SDC_FILE = /design/flow/constraint.sdc
export NUM_CORES = 4
export LEC_CHECK = 1
export CORE_UTILIZATION = 30
--- constraint.sdc ---
current_design alu

set clk_period 13.7
set clk_io_pct 0.2

create_clock -name clk0 -period $clk_period

set non_clock_inputs [all_inputs -no_clocks]
set_input_delay [expr $clk_period * $clk_io_pct] -clock clk0 $non_clock_inputs
set_output_delay [expr $clk_period * $clk_io_pct] -clock clk0 [all_outputs]
--- design.v ---
module alu (
    input [3:0] opcode,
    input [16-1:0] operand_a,
    input [16-1:0] operand_b,
    input [7:0] immediate,
    output reg [16-1:0] result,
    output reg cmp_flag
);
    always @(*) begin
        cmp_flag = 0;
        case (opcode)
            4'b0000: result = operand_a + operand_b + immediate;
            4'b0001: result = operand_a - operand_b - immediate;
            4'b0010: result = operand_a * operand_b;
            4'b0011: begin
                result = 0;
                if (operand_a < operand_b)
                    cmp_flag = 1;
                else
                    cmp_flag = 0;
            end
            default: result = 0;
        endcase
    end
endmodule
--- run.sh ---
#!/bin/bash
# OpenROAD 26Q1-2900-gdf79404cd8, Yosys 0.63+post, stock flow scripts
make -C /OpenROAD-flow-scripts/flow DESIGN_CONFIG=/design/flow/config.mk WORK_HOME=/design/flow/orfs finish
==> results.json <==
{
  "cp_max_fo": 15,
  "detail-route-antenna-nets": 0,
  "rows": 53,
  "die_w_um": 148.7,
  "slew_headroom": 0.4492,
  "start_kind": "primary input",
  "grt_pass1_vias": 5417,
  "numPortBuffers": 61,
  "tightest_slew_ns": 0.8232,
  "synth.yosys.seq_area_share": 0,
  "area_leaders": "fa_1 30%, ha_1 23%, inv_1 9.6%",
  "cts.repair.resized": 0,
  "dr.pass1.iters": 4,
  "timing.hold.ws_ns": 6.623,
  "hold_viol": 0,
  "yosys_cells": 796,
  "min_period_ns": 11.81,
  "grt_util_met3": 0.03693,
  "grt_use_total": 0.1744,
  "syn-mean-instance-area_um2": 8.112,
  "routed_wl_mm": 17.53,
  "wl_per_cell_um": 15.64,
  "initial_utilization": 0.3062,
  "period_used_share": 0.8623,
  "hpwl_mm": 14.80,
  "die-area_mm2": 0.02212,
  "syn_to_final_growth_pct": 14.59,
  "power_leakage_nw": 3.604,
  "gp_congestion": 0.9088,
  "post-cts-setup-buffers": 0,
  "crit_path_end_kind": "output pin",
  "grt_pass1_wl_mm": 28.71,
  "worstPathRequired_ns": 10.96,
  "n_clock_buffer": 0,
  "critical_path_class": "primary input to output pin",
  "cp.arrival_ns": 9.07,
  "drc_errors": 0,
  "yosys_warnings": 1,
  "drv_cap": 0,
  "vias_per_cell": 4.671,
  "dr_total_vias": 5236,
  "yosysTopAreaCellShare": 0.3007,
  "ff_count": 0,
  "synth_cell_type_count": 49,
  "hold_class": "primary input to output pin",
  "num_antenna_cells": 0,
  "yosysTopAreaCell": "fa_1",
  "vdd_drop_max_v": 0.0001321,
  "drive_gt1_frac": 0.01537,
  "rsz0062_at_grt": "false",
  "ios": 61,
  "syn-cell-area_mm2": 0.006457,
  "setup_tns_ns": 0,
  "grtUsageMet1": 0.2496,
  "die_h_um": 148.7,
  "grt_max_degree": 18,
  "antenna_found_initial": 0,
  "seqCellArea_um2": 0,
  "p_per_area_mw_per_mm2": 137.3,
  "met2_usage": 0.2900,
  "busiest_layer": "met2",
  "drt_iter0_drc": 209,
  "slew_violations": 0,
  "setup_violations": 0,
  "syn_inst": 796,
  "core_mm2": 0.02109,
  "status": "finished clean",
  "gr-total-overflow": 0,
  "fmax_mhz": 84.65,
  "holdBufCountCts": 0,
  "tool_warnings": 63,
  "synth-area-yosys_mm2": 0.006457
}
## worst max-delay path, stage by stage
cell             delay [ns]
clkdlybuf4s50_1        0.77
inv_1                  0.28
nor2_1                 0.11
fa_1                   0.54
inv_1                  0.05
fa_1                   0.45
fa_1                   0.44
fa_1                   0.49
inv_1                  0.05
fa_1                   0.56
inv_1                  0.06
fa_1                   0.47
inv_1                  0.04
ha_1                   0.35
nand3_1                0.10
nand2_1                0.06
a41o_1                 0.21
o41a_1                 0.32
xor2_1                 0.21
a22oi_1                0.11
o21ai_1                0.14
clkdlybuf4s50_1        0.50
## layout by cell type, fill, tap and decap left out, types with 2 or more instances in the layout
cell,count
o41a_1,3
nand3_1,6
xor2_1,18
o221ai_1,2
or3_1,3
nand2_1,85
o21a_1,4
nor2_1,51
a21oi_1,26
a22oi_1,9
o21ai_0,16
buf_4,6
o21ai_1,9
a31oi_1,4
clkdlybuf4s50_1,61
and2_1,42
xnor2_1,46
nand2b_1,3
fa_1,97
o41ai_1,2
or2_2,3
ha_1,118
and3_1,3
a21o_1,7
nand3b_1,2
a221o_1,3
a211oi_1,7
o211ai_1,3
nor3_1,15
inv_1,166
nor2b_1,7
## path summary, 6_finish.rpt
kind	start	to	slack [ns]	cells after the start
max	operand_b[1]	result[14]	1.89	22
min	opcode[1]	cmp_flag	6.62	4
## synth_stat cells (6+ instances only)
cell,instances
nor2b_1,7
and2_1,42
nand3_1,6
nor3_1,15
inv_1,166
a21oi_1,26
xnor2_1,46
a22oi_1,9
ha_1,118
o21ai_0,16
a21o_1,7
a211oi_1,7
clkbuf_1,17
fa_1,97
xor2_1,18
o21ai_1,9
nand2_1,85
nor2_1,51
## cell type report
cell class                      instances  area [um^2]
Multi-Input combinational cell        613         5777
Tap cell                              275        344.1
Fill cell                            2237        13690
Inverter                              166        623.1
Timing Repair Buffer                   67        655.6
## cells by family after synthesis
group	Yosys count	synth area share
buffers and inverters	183	0.1064
AND/OR/NAND/NOR	224	0.1633
XOR/XNOR	64	0.08681
adder cells (fa/ha/maj)	215	0.5294
AND-OR/OR-AND	110	0.1141
## report_power, final
part | leakage (nW) | switching (mW) | internal [mW] | total, mW
Clock | 0 | 0 | 0 | 0
Combinational | 3.60 | 0.554 | 0.462 | 1.02
Sequential | 0 | 0 | 0 | 0
## routing by layer
layer	vias up	wire length, um	share of wire
met2	130	8442	0.48
li1	2619	-	-
met1	2481	8006	0.46
met5	-	0	0
met3	6	1015	0.058
met4	0	68	0.0039
## per-stage QoR
step / util / setup WS (ns) / power [mW] / area (um^2) / std cells
after floorplan: - / 3.450 / 0.7551 / 6457 / 796
after global placement: 0.3509 / 1.891 / 1.015 / 7400 / 1121
after detailed placement: 0.3509 / 1.898 / 1.003 / 7400 / 1121
after CTS: 0.3509 / 1.867 / 1.018 / 7400 / 1121
after global routing: 0.3509 / 1.562 / 1.156 / 7400 / 1121
final: 0.3509 / 1.887 / 1.016 / 7400 / 1121
No activity file was given, so power comes from the tool's default toggle rates.
