==> design/flow/design.v <==
module scheduler #(
    parameter NUM_THREADS = 8
)(
    input clk,
    input reset,
    input [NUM_THREADS-1:0] active_threads,
    output reg [3-1:0] scheduled_thread
);
    integer last_thread; 
    integer i;           
    integer thread;      
    reg thread_found;    
    always @(posedge clk or posedge reset) begin
        if (reset) begin
            last_thread <= -1;
            scheduled_thread <= 0;
        end else begin
            thread_found = 0;
            for (i = 1; i <= NUM_THREADS; i = i + 1) begin
                thread = (last_thread + i) % NUM_THREADS;
                if (active_threads[thread] && !thread_found) begin
                    scheduled_thread <= thread;    
                    last_thread <= thread;         
                    thread_found = 1;              
                end
            end
        end
    end
endmodule
==> design/flow/run.sh <==
#!/bin/bash
# OpenROAD 26Q1-2900-gdf79404cd8, Yosys 0.63+post, stock flow scripts
make -C /OpenROAD-flow-scripts/flow DESIGN_CONFIG=/design/flow/config.mk WORK_HOME=/design/flow/orfs finish
==> design/flow/config.mk <==
export PLATFORM = sky130hd
export DESIGN_NAME = scheduler
export DESIGN_NICKNAME = scheduler
export VERILOG_FILES = /design/flow/design.v
export SDC_FILE = /design/flow/constraint.sdc
export NUM_CORES = 4
export LEC_CHECK = 1
export CORE_AREA = 10 10 93 93
export DIE_AREA = 0 0 103 103
==> design/flow/constraint.sdc <==
current_design scheduler

set clk_period 4.1
set clk_io_pct 0.2

create_clock -name clk0 -period $clk_period [get_ports {clk}]

set non_clock_inputs [all_inputs -no_clocks]
set_input_delay [expr $clk_period * $clk_io_pct] -clock clk0 $non_clock_inputs
set_output_delay [expr $clk_period * $clk_io_pct] -clock clk0 [all_outputs]
==> run summary <==
yosys + openroad results -> DRC=0, post-DR wirelength/cell=14.93 um, largest net degree at the start of global routing=22, fill count=735, worst-path fanout max=14, clock transition at the registers of the reported paths=0.04 ns, clock latency (worst-skew pair)=0.23 ns, post_cts resized=0, status=completed, most used cell, CP=ha_1, Slowest Stage Delay on Critical Path=0.72 ns, Setup-failing EPs final=0, sequential cell area=180.2 um2, skew final=0.003914 ns, Hold-fix buffers, CTS=0, clock sink total=7, Synth Instances=164, Mapped Area=1486 um2, CTS buffer count=3, GP Congestion=0.8795, Placeable Area=6756 um2, Startpoint Class=flop, CTS H-tree lvls=1, Synth cell types=58, period utilization=85.83%, total die size=10610 um2, worst-case clock buffer depth=2, flop-to-flop setup slack=0.58 ns, CP cell instances=ha_1 > ha_1 > mux4_2 > and3_1 > a31oi_4 > o211a_1 > or4b_4 > nand2b_4 > a21oi_2 > nand2b_1, vias per cell=5.264, # Cells Yosys=164, vias in the first global route=1300, Data arrival, critical path=3.68 ns, Die W=103 um, critical path's slowest cell=dfstp_2, unrepaired setup endpoints after global routing=false, Worst-Margin Slew=0.5211 ns, Synth Warn #=1, Antenna Nets Post-Route=0, Antenna Diode Count=0, Critical Path End=scheduled_thread[1]$_DFFE_PP0P_, most frequent cells in the layout=clkdlybuf4s50_1, a21oi_1, ha_1, CP bufs+invs=0, placed cell area=1683 um2, total negative slack=0 ns, Final HPWL DP=2959 um, Area leader share=10.61%, tool warnings=32, # IOs=13, Comb gate area=1234 um2, layout cells sized above 1=18.39%, endpoint class of the critical path=flop, Chip Height=103 um, Post-synth EDFFs=0, first-pass GRT wire length=6506 um, Synth Seq Share=12.12%, gr usage total=7.566%, Synth async-reset ratio=100.0%, Final Hold Fails=0, yosys synthesis chip area=1486 um2, final instance area=1728 um2, cell type with the largest total area=mux4_2, main flop type=dfstp_2, via count=1337, drt pass-1 iters=4, Max Fclk=0.2842 GHz, P&R area growth vs syn=16.25%, GRT overflow=0, CP Class=reg -> reg, Hold Path Class=reg -> reg, CTS tree=done, initial DRC count=55, Worst slew margin=64.36%, R2R Path Start=last_thread[1]$_DFFE_PP1P_, Commonest Layout Cell=clkdlybuf4s50_1, number of cells on the critical path=10, root buf cell=clkbuf_8, CP top delay family=simple AND/OR/NAND/NOR gates, CP required=4.26 ns, maxcap violations=0, Buffers on Ports=12, Syn Area/Cell=9.064 um2, worst r2r dst=scheduled_thread[1]$_DFFE_PP0P_, row count=30, initial antenna violation count=0, crit path from=last_thread[1]$_DFFE_PP1P_, Post-Route WL=3791 um, Synthesized registers=7, top cells, area=mux4_2, ha_1, dfstp_2, Worst Hold Margin=0.5295 ns, Final min period=3.519 ns, Slew Viols, Final=0, post-CTS setup buffers=0, worst reg2reg path depth=10, Core Density at Floorplan=22.00%
## logic make-up after synthesis
logic type      after synthesis  share of synthesized area (%)
fa+ha+maj                    11                          9.259
buf+inv                      15                          4.882
flops                         7                          12.12
xor+xnor                      2                          1.684
compound gates               46                          22.90
mux                          20                          22.98
simple gates                 63                          26.18
## per-stage QoR
step           utilization, %  cells  setup slack (ns)
4_1_cts                 25.57    254            0.5702
5_1_grt                 25.57    254            0.3918
3_3_place_gp            24.91    250            0.4841
6_report                25.57    254            0.5811
2_1_floorplan               -    164            0.7244
3_5_place_dp            24.91    250            0.4732
## worst min path at each step
stage | from | to | slack, ns | cells after the start
CTS | scheduled_thread[1]$_DFFE_PP0P_ | scheduled_thread[1]$_DFFE_PP0P_ | 0.53 | 2
global route | last_thread[30]$_DFFE_PP1P_ | last_thread[30]$_DFFE_PP1P_ | 0.56 | 1
finish | scheduled_thread[1]$_DFFE_PP0P_ | scheduled_thread[1]$_DFFE_PP0P_ | 0.53 | 2
## sequential cells by signal (all words and copies together), names as in the netlist
| register | cells |
|---|---|
| scheduled_thread | 3 |
| last_thread | 4 |
## synthesized netlist by cell type (2+ instances only)
cell / instances
o311ai_1: 2
inv_1: 4
and2_1: 5
o21a_1: 2
nand2_1: 10
a31oi_4: 2
a32o_1: 2
a21o_1: 3
dfrtp_1: 3
mux2i_1: 6
or2_2: 2
dfstp_2: 4
or3b_1: 2
ha_1: 11
mux4_1: 3
buf_2: 7
and3_1: 2
nand4_1: 2
mux2_2: 2
nor3_1: 3
clkbuf_1: 2
nor3b_1: 4
nand2b_1: 4
o21ai_0: 8
o211a_1: 2
a31oi_1: 2
nand2b_4: 2
mux2_1: 2
nand3_1: 4
a21oi_1: 11
nor2b_1: 2
nor2_1: 10
nand3b_1: 3
mux4_2: 7
## tightest hold or removal path, cell delays in order (launching register included)
cell      delay [ns]
dfrtp_1         0.34
a22oi_1         0.08
nand2b_1        0.07
## layer usage
metal	up-vias	share of wire, %	global-route usage [%]
li1	652	-	-
met4	0	0.92	0.8556
met1	652	44	9.962
met2	31	50	13.07
met5	-	0	0
met3	2	5.1	1.286
## cell type report
class,instances,share of cell area (%)
Clock buffer,4,2.607
Inverter,5,1.086
Multi-Input combinational cell,142,71.40
Sequential cell,7,10.43
Tap cell,80,5.793
Timing Repair Buffer,16,8.689
